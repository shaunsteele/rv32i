## flow/config.mk

```make
export PLATFORM = sky130hd
export DESIGN_NAME = skid_buffer
export DESIGN_NICKNAME = skid_buffer
export VERILOG_FILES = /design/flow/design.v
export SDC_FILE = /design/flow/constraint.sdc
export NUM_CORES = 4
export LEC_CHECK = 1
export CORE_AREA = 10 10 73 73
export DIE_AREA = 0 0 83 83
```

## flow/constraint.sdc

```tcl
current_design skid_buffer

set clk_period 1.4
set clk_io_pct 0.2

create_clock -name clk0 -period $clk_period [get_ports {clk}]

set non_clock_inputs [all_inputs -no_clocks]
set_input_delay [expr $clk_period * $clk_io_pct] -clock clk0 $non_clock_inputs
set_output_delay [expr $clk_period * $clk_io_pct] -clock clk0 [all_outputs]
```

## flow/design.v

```verilog
package riscv_pkg;
localparam int PcOps = 5;
localparam bit [PcOps-1:0]  PcStop    = 5'b00001;
localparam bit [PcOps-1:0]  PcIncr    = 5'b00010;
localparam bit [PcOps-1:0]  PcJAL     = 5'b00100;
localparam bit [PcOps-1:0]  PcJALR    = 5'b01000;
localparam bit [PcOps-1:0]  PcBranch  = 5'b10000;
localparam bit [6:0] OpIInt     = 7'b0010011;  
localparam bit [6:0] OpUImm     = 7'b0110111;  
localparam bit [6:0] OpUPc      = 7'b0010111;  
localparam bit [6:0] OpRInt     = 7'b0110011;  
localparam bit [6:0] OpUJump    = 7'b1101111;  
localparam bit [6:0] OpIJump    = 7'b1100111;  
localparam bit [6:0] OpSBranch  = 7'b1100011;  
localparam bit [6:0] OpILoad    = 7'b0000011;  
localparam bit [6:0] OpSStore   = 7'b0100011;  
localparam bit [6:0] OpMMem     = 7'b0001111;  
localparam bit [6:0] OpSystem   = 7'b0;
endpackage
`default_nettype none
module skid_buffer # (
  parameter int DLEN    = 8  
)(
  input var                     clk,
  input var                     rstn,
  input var                     i_valid,
  output var logic              o_ready,
  input var         [DLEN-1:0]  i_data,
  output var logic              o_valid,
  input var                     i_ready,
  output var logic  [DLEN-1:0]  o_data
);
logic valid_buf;
always_ff @(posedge clk) begin
  if (!rstn) begin
    valid_buf <= 0;
  end else begin
    if (ihs && !i_ready) begin
      valid_buf <= 1;
    end else if (i_ready) begin
      valid_buf <= 0;
    end else begin
      valid_buf <= valid_buf;
    end
  end
end
always_comb begin
  o_ready = ~valid_buf;
end
logic ihs;
logic ohs;
always_comb begin
  ihs = i_valid & o_ready;
  ohs = o_valid & i_ready;
end
logic [DLEN-1:0] data_buf;
always_ff @(posedge clk) begin
  if (!rstn) begin
    data_buf <= 0;
  end else begin
    if (i_valid && !i_ready) begin
      data_buf <= i_data;
    end else if (ohs) begin
      data_buf <= 0;
    end else begin
      data_buf <= data_buf;
    end
  end
end
always_comb begin
  o_valid = i_valid | valid_buf;
end
always_comb begin
  if (valid_buf) begin
    o_data = data_buf;
  end else if (i_valid) begin
    o_data = i_data;
  end else begin
    o_data = 0;
  end
end
endmodule
```

## flow/run.sh

```bash
#!/bin/bash
# OpenROAD 26Q1-2900-gdf79404cd8, Yosys 0.63+post, stock flow scripts
make -C /OpenROAD-flow-scripts/flow DESIGN_CONFIG=/design/flow/config.mk WORK_HOME=/design/flow/orfs finish
```

==> summary.txt <==
fresh numbers from the pnr run: status=finished, final reports clean, Final Max Tran Viols=0, min Tclk post-route=1330 ps, RR Startpoint=valid_buf, Log Warnings=26, Avg Vias per Cell=3.62, Sink Count=9, CTS H-tree depth=1, GR Util All Layers=3.96%, Endpoint, Worst Hold=data_buf[5], sequential share of the synthesized area=39.1%, die height=83 microns, fin crit share=94.9%, Post-Place Cells=135, required time of the worst setup path=1120 ps, Peak VDD IR=0.000333 V, yosys warning tally=1, diodes inserted=0, Area Growth Syn to Fin=77.4%, Avg Inst Size Synth=7.80 sq um, R2R Setup Slk=270 ps, min-delay worst type=reg -> reg, Yosys chip area=460 sq um, maxcap violations=0, Max transition margin=84.0%, WP buf/inv=2, post-route antenna net violation count=0, critical path endpoint category=output port, #FFs+latches synth=9, ys cells=59, Die X=83 microns, cts bufs inserted=3, Pre-Repair DR Iteration Count=2, clock-pin slew on the worst setup and hold paths=40 ps, total global routing overflow=0, worst-case clock buffer depth=2, fin cells=141, Core Util at FP=12.3%, largest net degree at the start of global routing=11, 1st-iter DRT viols=5, cells after synthesis=59, reg2reg path depth=5, first-pass GRT wire length=2.35 mm, # port buffers=21, # rows=22, Hold WS=468 ps, critical path type=in -> out, Worst Tran Pin Value=241 ps, routed wire length=1.45 mm, RR Endpoint=data_buf[2], Top cells excl fill/tap=nand2_1, clkdlybuf4s50_1, buf_4, dfxtp_1, Setup violations, final=0, vias in the first global route=509, GP Congestion=0.742, MUX area fraction=0%, placed cell area=774 sq um, Root Buffer=clkbuf_8, RSZ-0062 raised after global routing=false, Latency at later pin=230 ps, leakage=0.335 nW, Pwr Density=873 nW/um^2, post-synth cell types=13, post-route cell area=817 sq um, Post-Route Utilization=21.8%, Largest delay share family, worst path=buffers and inverters, xor+xnor area frac=0%, Adders+Majority by Area=0%, placed wire-length estimate=1.16 mm, clock skew=2.82 ps, Top non-seq family=simple AND/OR/NAND/NOR gates, worst-path cell chain=clkdlybuf4s50_1 -> nand2_1 -> o21ai_2 -> buf_2, Hold Fails Final Rpt=0, HP Start=data_buf[5], CP peak stage delay=460 ps, CTS tree=done, most numerous logic cell after layout=nand2_1, CP arrival=1050 ps, initial antenna violation count=0, aoi share=24.2%, f_max=752 MHz, share of layout cells above drive strength 1=37.6%, CP max FO=2, Tot Pwr=0.713 mW, DRC=0, Hold Path Depth=2, CTS Hold Bufs=0, synthesized area=460 sq um, Synth Area in Simple Gates=25.8%, DR vias=511, crit path max-delay cell type=clkdlybuf4s50_1, die area=6890 sq um, Worst Setup Start Kind=primary input, Core ar.=3740 sq um, wire per inst=10.3 microns, I/O Pins=22
-- logic make-up (layout without fill, tap and decap cells) --
group	count (synthesis)	count (layout)
DFF	9	9
buffers and inverters	6	40
and+or+nand+nor	27	27
AOI/OAI and AO/OA	17	17
-- sequential cells by signal, indices dropped and copies added, names as in the netlist --
signal     count
valid_buf      1
data_buf       8
-- what timing repair did --
action / 4_1_cts / 5_1_grt
setup endpoints to repair: 10 / 5
gates cloned: 0 / 0
pin swaps: 5 / 1
setup buffers: 2 / 0
resized: 41 / 6
-- metrics by stage --
step                setup TNS [ps]  setup WS [ps]
finish                           0           70.7
global route                     0           10.0
CTS                          -3.38          -3.38
detailed placement           -4490           -522
global placement             -4470           -524
floorplan                        0            456
-- metal layers --
metal | vias to the layer above | GRT usage (%) | wire length [microns]
li1 | 266 | - | -
met1 | 227 | 5.00 | 726
met2 | 14 | 6.42 | 632
met3 | 4 | 1.18 | 64
met4 | 0 | 0.923 | 23
met5 | - | 0 | 0
-- how the worst max path moves through the flow --
| stage | startpoint | endpoint | depth (start not counted) |
|---|---|---|---|
| finish | i_data[0] | o_data[0] | 4 |
| global route | i_data[1] | o_data[1] | 4 |
| CTS | valid_buf | o_valid | 3 |
-- cells in the mapped netlist, drive strengths merged --
library cell	count	share of area (%)
o21ai	8	8.7
nor2b	1	3.0
dfxtp	9	39
nand2	24	20
buf	5	10
inv	1	0.81
o22ai	8	12
nand2b	1	1.9
or2	1	1.4
a21o	1	3.3
-- power by group --
part           internal (mW)  total, mW  switching (mW)
sequential             0.268      0.273         0.00533
clock                  0.198      0.300           0.101
combinational         0.0869      0.141          0.0539
total                  0.553      0.713           0.160
-- worst reg2reg max path: stages, from the launching register on --
cell	delay, ps
dfxtp_2	320
buf_6	120
buf_6	120
buf_4	120
a21o_4	230
o22ai_2	150
-- area by class of cell --
| class | instances | area, sq um |
|---|---|---|
| timing repair buffer | 35 | 283 |
| sequential | 9 | 181 |
| inverter | 1 | 3.75 |
| tap | 48 | 60.1 |
| multi-input combinational | 44 | 244 |
| clock buffer | 4 | 45.0 |
| fill | 432 | 2930 |
Power is estimated from default activity; no workload was simulated.
